==> design.v <==
`timescale 1ns/1ps
module async_fifo #
(
    parameter int DWIDTH = 64,
    parameter int DEPTH = 16
)
(
    input logic rst,
    input logic wr_rst,
    input logic rd_rst,
    input logic wr_clk,
    input logic rd_clk,
    input logic wr_en,
    input logic rd_en,
    input logic [DWIDTH-1:0] wr_data,
    output logic wr_full,
    output logic [DWIDTH-1:0] rd_data,
    output logic rd_empty,
	output logic [$clog2(DEPTH):0] fifo_cnt_wr_synced,
	output logic [$clog2(DEPTH):0] fifo_cnt_rd_synced
);
    logic [$clog2(DEPTH)-1:0] wr_addr, rd_addr;
    logic [$clog2(DEPTH):0] wr_ptr, rd_ptr, wr_ptr_rsync, rd_ptr_wsync;
    sync_signle_bit #(
        .SIZE      ($clog2(DEPTH)+1),
        .N_STAGE   (2),
        .INPUT_REG (0)
    ) u_sync_signle_bit1 (
    	.clk_in  (wr_clk),
        .clk_out (rd_clk),
        .rst     (rst),
        .din     (wr_ptr),
        .dout    (wr_ptr_rsync)
    );
    sync_signle_bit #(
        .SIZE      ($clog2(DEPTH)+1),
        .N_STAGE   (2),
        .INPUT_REG (0)
    ) u_sync_signle_bit2 (
    	.clk_in  (rd_clk),
        .clk_out (wr_clk),
        .rst     (rst),
        .din     (rd_ptr),
        .dout    (rd_ptr_wsync)
    );
    simple_dp_ram #(
        .DWIDTH (DWIDTH),
        .DEPTH  (DEPTH)
    ) u_simple_dp_ram (
        .*,
        .wr_en(wr_en&~wr_full)
    );
    async_rd_ctrl #(
        .DEPTH  (DEPTH)
    ) u_async_rd_ctrl (
        .*,
        .rst(rd_rst)
    );
    async_wr_ctrl #(
        .DEPTH  (DEPTH)
    ) u_async_wr_ctrl(
        .*,
        .rst(wr_rst)
    );
endmodule
`timescale 1ns/1ps
module async_rd_ctrl #
(
    parameter int DEPTH = 4
)
(
    input logic rst,
    input logic rd_clk,
    input logic rd_en,
    input logic [$clog2(DEPTH):0] wr_ptr_rsync,
    output logic [$clog2(DEPTH)-1:0] rd_addr,
    output logic [$clog2(DEPTH):0] rd_ptr,
    output logic rd_empty,
	output logic [$clog2(DEPTH):0] fifo_cnt_rd_synced
);
    localparam AWIDTH = $clog2(DEPTH);
    logic [AWIDTH:0] rd_ptr_bin;
    logic [AWIDTH:0] wr_ptr_rsync_bin;
    graycntr #(
        .SIZE (AWIDTH+1)
    ) u_graycntr (
    	.rst  (rst),
        .clk  (rd_clk),
        .inc  (rd_en&~rd_empty),
        .gray (rd_ptr)
    );
    gray2bin #(
        .SIZE (AWIDTH+1)
    ) u_gray2bin1 (
    	.gray (wr_ptr_rsync),
        .bin  (wr_ptr_rsync_bin)
    );
    gray2bin #(
        .SIZE (AWIDTH+1)
    ) u_gray2bin2 (
    	.gray (rd_ptr),
        .bin  (rd_ptr_bin)
    );
	always_ff @(posedge rd_clk) begin
		if (rst)
			fifo_cnt_rd_synced <= {($clog2(DEPTH)+1){1'b0}};
		else
			fifo_cnt_rd_synced <= wr_ptr_rsync_bin - rd_ptr_bin;
	end
    assign rd_empty = rd_ptr_bin == wr_ptr_rsync_bin;
    assign rd_addr = rd_ptr_bin[AWIDTH-1:0];
endmodule
`timescale 1ns/1ps
module async_wr_ctrl #
(
    parameter int DEPTH = 4
)
(
    input logic rst,
    input logic wr_clk,
    input logic wr_en,
    input logic [$clog2(DEPTH):0] rd_ptr_wsync,
    output logic [$clog2(DEPTH)-1:0] wr_addr,
    output logic [$clog2(DEPTH):0] wr_ptr,
    output logic wr_full,
	output logic [$clog2(DEPTH):0] fifo_cnt_wr_synced
);
    localparam AWIDTH = $clog2(DEPTH);
    logic [AWIDTH:0] wr_ptr_bin;
    logic [AWIDTH:0] rd_ptr_wsync_bin;
    graycntr #(
        .SIZE (AWIDTH+1)
    ) u_graycntr (
    	.rst  (rst),
        .clk  (wr_clk),
        .inc  (wr_en&~wr_full),
        .gray (wr_ptr)
    );
    gray2bin #(
        .SIZE (AWIDTH+1)
    ) u_gray2bin1 (
    	.gray (rd_ptr_wsync),
        .bin  (rd_ptr_wsync_bin)
    );
    gray2bin #(
        .SIZE (AWIDTH+1)
    ) u_gray2bin2 (
    	.gray (wr_ptr),
        .bin  (wr_ptr_bin)
    );
	always_ff @(posedge wr_clk) begin
		if (rst)
			fifo_cnt_wr_synced <= {($clog2(DEPTH)+1){1'b0}};
		else
			fifo_cnt_wr_synced <= wr_ptr_bin - rd_ptr_wsync_bin;
	end
    always_ff @(posedge wr_clk) begin
        if (rst) begin
            wr_full <= 1'b0;
        end
        else begin
            wr_full <= (wr_ptr_bin+(wr_en&~wr_full)) == {~rd_ptr_wsync_bin[AWIDTH],rd_ptr_wsync_bin[AWIDTH-1:0]};
        end
    end
    assign wr_addr = wr_ptr_bin[AWIDTH-1:0];
endmodule
`timescale 1ns/1ps
module graycntr #
(
    parameter int SIZE = 4
)
(
    input logic rst,
    input logic clk,
    input logic inc,
    output logic [SIZE-1:0] gray
);
    logic [SIZE-1:0] bin;
    logic [SIZE-1:0] bin_reg;
    always_ff @(posedge clk) begin
        if (rst) begin
            bin_reg <= {SIZE{1'b0}};
            gray <= {SIZE{1'b0}};
        end
        else begin
            bin_reg <= bin;
            gray <= (bin>>1) ^ bin;
        end
    end
    assign bin = bin_reg + inc;
endmodule
module gray2bin #
(
    parameter int SIZE = 4
)
(
    input logic [SIZE-1:0] gray,
    output logic [SIZE-1:0] bin
);
    genvar i;
    for (i=0; i<SIZE; i=i+1) begin
        assign bin[i] = ^(gray>>i);
    end
endmodule
module bin2gray #
(
	parameter SIZE = 4
)
(
	input logic [SIZE-1:0] bin,
	output logic [SIZE-1:0] gray
);
	assign gray = (bin>>1) ^ bin;
endmodule
`timescale 1ns/1ps
module simple_dp_ram #
(
    parameter int DWIDTH = 64,
    parameter int DEPTH = 16
)
(
    input logic wr_clk,
    input logic [DWIDTH-1:0] wr_data,
    input logic [$clog2(DEPTH)-1:0] wr_addr,
    input logic wr_en,
    input logic [$clog2(DEPTH)-1:0] rd_addr,
    output logic [DWIDTH-1:0] rd_data
);
    logic [DWIDTH-1:0] mem_int[DEPTH-1:0];
    always_ff @(posedge wr_clk) begin
        if (wr_en) mem_int[wr_addr] <= wr_data;
    end
    assign rd_data = mem_int[rd_addr];
endmodule
`timescale 1ns/1ps
module sync_reset # (
	parameter int N_STAGE = 4
)(
	input logic clk,
	input logic rst_in,
	output logic rst_out
);
	(* ASYNC_REG = "TRUE" *) logic rst_meta[N_STAGE-1:0];
	always_ff @(posedge clk, posedge rst_in) begin
		if (rst_in) begin
			for (int i = 0; i < N_STAGE; i++) begin
				rst_meta[i] <= 1'b1;
			end
		end
		else begin
			rst_meta[0] <= 1'b0;
			for (int i = 1; i < N_STAGE; i++) begin
				rst_meta[i] <= rst_meta[i-1];
			end
		end
	end
	assign rst_out = rst_meta[N_STAGE-1];
endmodule
`timescale 1ns/1ps
module sync_signle_bit #
(
    parameter int SIZE = 1,
    parameter int N_STAGE = 2,
    parameter int INPUT_REG = 0
)
(
    input logic clk_in = 1'b0,
    input logic clk_out,
    input logic rst,
    input logic [SIZE-1:0] din,
    output logic [SIZE-1:0] dout
);
    logic [SIZE-1:0] dint;
    (* ASYNC_REG = "TRUE" *) logic [SIZE-1:0] d_meta[N_STAGE-1:0];
    if (INPUT_REG) begin
        always_ff @(posedge clk_in or posedge rst) begin
            if (rst)
                dint <= {SIZE{1'b0}};
            else
                dint <= din;
        end
    end
    else begin
        assign dint = din;
    end
    always_ff @(posedge clk_out or posedge rst) begin
        if (rst)
            d_meta[0] <= {SIZE{1'b0}};
        else
            d_meta[0] <= dint;
    end
    genvar i;
    for (i = 1; i < N_STAGE; i=i+1) begin
        always_ff @(posedge clk_out or posedge rst) begin
            if (rst)
                d_meta[i] <= {SIZE{1'b0}};
            else
                d_meta[i] <= d_meta[i-1];
        end
    end
    assign dout = d_meta[N_STAGE-1];
endmodule
`timescale 1ns/1ps
module easy_fifo_async #
(
    parameter int DWIDTH = 32,
    parameter int DEPTH = 16,
    parameter int INPUT_REG = 0,
    parameter int OUTPUT_REG = 1
)
(
    input logic rst,
    input logic rd_clk = 1'b0,
    input logic wr_clk = 1'b0,
    input logic [DWIDTH-1:0] wr_data = {DWIDTH{1'b0}},
    input logic wr_en = 1'b0,
    output logic wr_full,
    input logic rd_en = 1'b1,
    output logic [DWIDTH-1:0] rd_data,
    output logic rd_empty,
	output logic [$clog2(DEPTH):0] fifo_cnt_wr_synced,
	output logic [$clog2(DEPTH):0] fifo_cnt_rd_synced
);
    logic wr_rst, rd_rst;
    logic [DWIDTH-1:0] wr_data_int, rd_data_int;
    logic wr_en_int, rd_en_int;
    logic wr_full_int, rd_empty_int;
    logic [DWIDTH-1:0] rd_data_async;
    logic wr_full_async, rd_empty_async;
    if (INPUT_REG) begin
        always_ff @(posedge wr_clk) begin
            if (wr_rst) begin
                wr_data_int <= {DWIDTH{1'b0}};
                wr_en_int <= 1'b0;
            end
			else if (~wr_full) begin
                wr_data_int <= wr_data;
                wr_en_int <= wr_en;
            end
        end
		assign wr_full = (wr_full_int & wr_en_int) | wr_rst;
    end
    else begin
        assign wr_data_int = wr_data;
        assign wr_en_int = wr_en;
		assign wr_full = wr_full_int | wr_rst;
    end
    if (OUTPUT_REG) begin
        always_ff @(posedge rd_clk) begin
            if (rd_rst) begin
                rd_data <= {DWIDTH{1'b0}};
                rd_empty <= 1'b1;
            end
			else if (rd_en_int) begin
                rd_data <= rd_data_int;
                rd_empty <= rd_empty_int;
            end
        end
		assign rd_en_int = rd_en | rd_empty;
    end
    else begin
        assign rd_data = rd_data_int;
        assign rd_empty = rd_empty_int | rd_rst;
		assign rd_en_int = rd_en;
    end
    if (DEPTH <= 16) begin
        async_fifo #(
            .DWIDTH (DWIDTH),
            .DEPTH  (DEPTH)
        ) u_async_fifo (
	        .*,
            .wr_en    (wr_en_int),
            .rd_en    (rd_en_int),
            .wr_data  (wr_data_int),
            .wr_full  (wr_full_int),
            .rd_data  (rd_data_int),
            .rd_empty (rd_empty_int)
        );
    end
    else begin
		logic [4:0] fifo_cnt_wr_synced_short;
		logic [4:0] fifo_cnt_rd_synced_short;
		logic [$clog2(DEPTH-16):0] fifo_cnt_wr_synced_long;
		logic [$clog2(DEPTH-16):0] fifo_cnt_rd_synced_long;
		logic [$clog2(DEPTH-16):0] fifo_cnt_wr_synced_long_gray;
		logic [$clog2(DEPTH-16):0] fifo_cnt_rd_synced_long_gray;
        async_fifo #(
            .DWIDTH (DWIDTH),
            .DEPTH  (16)
        ) u_async_fifo (
	        .*,
            .wr_en    (wr_en_int),
            .rd_en    (~wr_full_async),
            .wr_data  (wr_data_int),
            .wr_full  (wr_full_int),
            .rd_data  (rd_data_async),
            .rd_empty (rd_empty_async),
			.fifo_cnt_wr_synced (fifo_cnt_wr_synced_short),
			.fifo_cnt_rd_synced (fifo_cnt_rd_synced_short)
        );
        sync_fifo #(
            .DWIDTH   (DWIDTH),
            .DEPTH    (DEPTH-16)
        ) u_sync_fifo (
        	.clk      (rd_clk),
            .rst      (rd_rst),
            .wr_data  (rd_data_async),
            .wr_en    (~rd_empty_async),
            .rd_en    (rd_en_int),
            .rd_data  (rd_data_int),
            .wr_full  (wr_full_async),
            .rd_empty (rd_empty_int),
			.fifo_cnt (fifo_cnt_rd_synced_long)
        );
		bin2gray # (
			.SIZE	($clog2(DEPTH-16)+1)
		) u_bin2gray (
			.bin	(fifo_cnt_rd_synced_long),
			.gray	(fifo_cnt_rd_synced_long_gray)
		);
		sync_signle_bit #(
			.SIZE		($clog2(DEPTH-16)+1),
			.N_STAGE	(2),
			.INPUT_REG	(1)
		) u_sync_signle_bit1 (
			.clk_in  (rd_clk),
			.clk_out (wr_clk),
			.rst     (rst),
			.din     (fifo_cnt_rd_synced_long_gray),
			.dout    (fifo_cnt_wr_synced_long_gray)
		);
		gray2bin #(
			.SIZE ($clog2(DEPTH-16)+1)
		) u_gray2bin (
			.gray (fifo_cnt_wr_synced_long_gray),
			.bin  (fifo_cnt_wr_synced_long)
		);
		always_ff @(posedge wr_clk) begin
			if (wr_rst)
				fifo_cnt_wr_synced <= {($clog2(DEPTH)+1){1'b0}};
			else
				fifo_cnt_wr_synced <= fifo_cnt_wr_synced_short + fifo_cnt_wr_synced_long;		
		end
		always_ff @(posedge rd_clk) begin
			if (rd_rst)
				fifo_cnt_rd_synced <= {($clog2(DEPTH)+1){1'b0}};
			else
				fifo_cnt_rd_synced <= fifo_cnt_rd_synced_short + fifo_cnt_rd_synced_long;
		end
    end
    rst_cntrl u_rst_cntrl(.*);
endmodule
`timescale 1ns/1ps
module rst_cntrl (
    input logic rst,
    input logic wr_clk,
    input logic rd_clk,
    output logic wr_rst = 1'b0,
    output logic rd_rst = 1'b0
);
    logic wr_rst_request, rd_rst_request;
    logic wr_rst_rd_synced, rd_rst_wr_synced;
    sync_reset # (
        .N_STAGE(4)
    ) u_sync_reset_wr (
    	.clk        (wr_clk),
        .rst_in     (rst),
        .rst_out    (wr_rst_request)
    );
    sync_reset # (
        .N_STAGE(4)
    ) u_sync_reset_rd (
    	.clk        (rd_clk),
        .rst_in     (rst),
        .rst_out    (rd_rst_request)
    );
    sync_reset # (
        .N_STAGE(6)
    ) u_sync_reset_rd2wr (
    	.clk        (wr_clk),
        .rst_in     (rd_rst),
        .rst_out    (rd_rst_wr_synced)
    );
    sync_reset # (
        .N_STAGE(6)
    ) u_sync_reset_wr2rd (
    	.clk        (rd_clk),
        .rst_in     (wr_rst),
        .rst_out    (wr_rst_rd_synced)
    );
    always_ff @(posedge wr_clk) begin
        if (wr_rst_request)
            wr_rst <= 1'b1;
        else if (rd_rst_wr_synced)
            wr_rst <= 1'b0;
    end
    always_ff @(posedge rd_clk) begin
        if (rd_rst_request)
            rd_rst <= 1'b1;
        else if (wr_rst_rd_synced)
            rd_rst <= 1'b0;
    end
endmodule
==> run.sh <==
#!/bin/bash
# OpenROAD 26Q1-2900-gdf79404cd8, Yosys 0.63+post, stock flow scripts
make -C /OpenROAD-flow-scripts/flow DESIGN_CONFIG=/design/flow/config.mk WORK_HOME=/design/flow/orfs finish
==> config.mk <==
export PLATFORM = sky130hd
export DESIGN_NAME = easy_fifo_async
export DESIGN_NICKNAME = easy_fifo_async
export VERILOG_FILES = /design/flow/design.v
export SDC_FILE = /design/flow/constraint.sdc
export NUM_CORES = 4
export LEC_CHECK = 1
export CORE_UTILIZATION = 50
==> constraint.sdc <==
current_design easy_fifo_async

set clk_period 1.1
set clk_io_pct 0.2

create_clock -name clk0 -period $clk_period [get_ports {rd_clk}]
create_clock -name clk1 -period $clk_period [get_ports {wr_clk}]

set non_clock_inputs [all_inputs -no_clocks]
set_input_delay [expr $clk_period * $clk_io_pct] -clock clk0 $non_clock_inputs
set_output_delay [expr $clk_period * $clk_io_pct] -clock clk0 [all_outputs]
==> impl_metrics.py <==
# Metrics from the implementation run
metrics = {
    "timing": {
        "worstEndpointGrtRepair": "genblk3.u_async_fifo.u_async_rd_ctrl.u_graycntr.gray[3]$_SDFF_PP0_/D",
        "endpoint_type": "register input",
    },
    "logic_synthesis": {
        "synthFlopType": "edfxtp_1",
        "async_reset_ff_share_pct": 6.49,
        "ys_chip_area_um2": 23200,
        "ys_cells": 1193,
        "yosys_warnings": 12,
        "syn_area_um2": 23200,
        "synth_cells": 1193,
        "ys_ff": 616,
        "seq_area_frac_synth_pct": 76.1,
        "avgSynthCellArea_um2": 19.5,
        "edf_count": 512,
        "ys_types": 45,
    },
    "status": {
        "error": "[ERROR GRT-0116] Global routing finished with congestion. Check the congestion regions in the DRC Viewer.",
        "status": "did not finish",
        "stop_stage": "global routing",
    },
    "clocking": {
        "clock-sinks": 616,
    },
    "floorplan": {
        "io_pins": 81,
        "die_w_um": 218,
        "die_h_um": 218,
        "floorplan.core_util_pct": 51.0,
        "placementRows": 78,
    },
    "placed_design": {
        "dp_hpwl_mm": 28.9,
        "port_buffers": 79,
        "dp.cells": 1992,
        "gp_congestion": 0.814,
    },
    "global_routing": {
        "grt_max_degree": 32,
    },
}
-- logic make-up after synthesis --
kind of cell	Yosys count	synth area share (%)
flops	616	76.1
simple gates	205	3.78
mux	153	13.5
compound gates	94	2.79
buf+inv	72	1.36
xor+xnor	36	1.53
fa+ha+maj	16	0.926
other cells	1	0.0161
-- synth_stat cells, types with 15 or more instances --
library cell / number / area share [%]
mux2i_1: 25 / 1.1
inv_1: 16 / 0.26
dfstp_2: 20 / 2.3
clkbuf_1: 18 / 0.29
edfxtp_1: 512 / 66
mux4_2: 128 / 12
nor3_1: 15 / 0.32
a211o_1: 15 / 0.57
dfxtp_1: 64 / 5.5
xor2_1: 20 / 0.75
nor2_1: 35 / 0.57
a21oi_1: 42 / 0.90
dfrtp_1: 20 / 2.2
nand2_1: 119 / 1.9
buf_2: 34 / 0.73
-- through the flow --
stage | instance area, um2 | setup TNS, ns | util [%] | worst slack (ns)
2_1_floorplan | 23900 | -457.78 | - | -1.57
3_3_place_gp | 26700 | -583.92 | 58.5 | -1.64
3_5_place_dp | 26700 | -593.71 | 58.5 | -1.71
4_1_cts | 31300 | -387.49 | 68.7 | -1.68
-- what timing repair did --
item	in CTS
hold endpoints to repair	10
pin swaps	59
cloned	45
gates resized	209
endpoints found under the setup margin	618
setup buffers	62
hold buffers	1
