## flow/config.mk

```make
export PLATFORM = sky130hd
export DESIGN_NAME = easy_fifo
export DESIGN_NICKNAME = easy_fifo
export VERILOG_FILES = /design/flow/design.v
export SDC_FILE = /design/flow/constraint.sdc
export NUM_CORES = 4
export LEC_CHECK = 1
export CORE_UTILIZATION = 50
```

## flow/constraint.sdc

```tcl
current_design easy_fifo

set clk_period 12.6
set clk_io_pct 0.2

create_clock -name clk0 -period $clk_period [get_ports {clk}]

set non_clock_inputs [all_inputs -no_clocks]
set_input_delay [expr $clk_period * $clk_io_pct] -clock clk0 $non_clock_inputs
set_output_delay [expr $clk_period * $clk_io_pct] -clock clk0 [all_outputs]
```

## flow/design.v

```verilog
`timescale 1ns/1ps
module sync_fifo #
(
	parameter int DWIDTH = 32,
	parameter int DEPTH	= 512
)
(
	input logic clk,
	input logic rst,
	input logic [DWIDTH-1:0] wr_data,
	input logic wr_en,
	input logic rd_en,
	output logic [DWIDTH-1:0] rd_data,
	output logic wr_full,
	output logic rd_empty,
	output logic [$clog2(DEPTH):0] fifo_cnt
);
	localparam int LUT_DEPTH = DEPTH < 16 ? DEPTH : 16;
	localparam int BRAM_DEPTH = 1 << $clog2(DEPTH-LUT_DEPTH);
	localparam RAM_STYLE = BRAM_DEPTH > 32 ? "block" : "distributed";
	logic [DWIDTH-1:0] fifo_lutram[LUT_DEPTH-1:0];
	logic [$clog2(LUT_DEPTH)-1:0] lutram_rd_addr;
	logic [$clog2(LUT_DEPTH)-1:0] lutram_wr_addr;
	logic [$clog2(LUT_DEPTH):0] lutram_rd_ptr;
	logic [$clog2(LUT_DEPTH):0] lutram_wr_ptr;
	logic [DWIDTH-1:0] data_from_fifo;
	logic lutram_empty;
	logic lutram_full;
	logic bram_full;
	logic bram_empty;
	logic input_to_output;
	logic input_to_lutram;
	if (DEPTH > 16) begin
		(* ram_style = RAM_STYLE *) logic [DWIDTH-1:0] fifo_bram[BRAM_DEPTH-1:0];
		logic [$clog2(BRAM_DEPTH)-1:0] bram_rd_addr;
		logic [$clog2(BRAM_DEPTH)-1:0] bram_wr_addr;
		logic [$clog2(BRAM_DEPTH):0] bram_rd_ptr;
		logic [$clog2(BRAM_DEPTH):0] bram_wr_ptr;
		logic [DWIDTH-1:0] bram_reg_1, bram_reg_2;
		logic bram_valid_1, bram_valid_2;
		logic bram_to_lutram, bram_to_lutram_1, bram_to_lutram_2;
		logic input_to_bram;
		always_ff @(posedge clk) begin
			bram_reg_1 <= fifo_bram[bram_rd_addr];
			bram_reg_2 <= bram_reg_1;
		end
		always_ff @(posedge clk) begin
			if (rst) begin
				lutram_rd_ptr <= {{$clog2(LUT_DEPTH)+1}{1'b0}};
				lutram_wr_ptr <= {{$clog2(LUT_DEPTH)+1}{1'b0}};
				bram_rd_ptr <= {{$clog2(BRAM_DEPTH)+1}{1'b0}};
				bram_wr_ptr <= {{$clog2(BRAM_DEPTH)+1}{1'b0}};
				bram_valid_1 <= 1'b0;
				bram_valid_2 <= 1'b0;
				bram_to_lutram <= 1'b0;
				bram_to_lutram_1 <= 1'b0;
				bram_to_lutram_2 <= 1'b0;
				fifo_cnt <= {($clog2(DEPTH)+1){1'b0}};
			end
			else begin
				fifo_cnt <= bram_wr_ptr+lutram_wr_ptr-lutram_rd_ptr-bram_rd_ptr;
				if (~bram_full & input_to_bram) begin
					fifo_bram[bram_wr_addr] <= wr_data;
					bram_wr_ptr <= bram_wr_ptr + 1'b1;
				end
				if (input_to_lutram)
					fifo_lutram[lutram_wr_addr] <= wr_data;
				else if (bram_to_lutram_2 & bram_valid_2)
					fifo_lutram[lutram_wr_addr] <= bram_reg_2;
				if (input_to_lutram | (bram_to_lutram_2 & bram_valid_2))
					lutram_wr_ptr <= lutram_wr_ptr + 1'b1;
				if (bram_rd_ptr != bram_wr_ptr && bram_to_lutram)
					bram_rd_ptr <= bram_rd_ptr + 1'b1;
				bram_valid_1 <= bram_rd_ptr != bram_wr_ptr;
				bram_valid_2 <= bram_valid_1;
				bram_to_lutram_1 <= bram_to_lutram;
				bram_to_lutram_2 <= bram_to_lutram_1;
				if (lutram_rd_addr + 3'd4 == lutram_wr_addr)
					bram_to_lutram <= 1'b1;
				else if (lutram_wr_addr + 3'd5 == lutram_rd_addr)
					bram_to_lutram <= 1'b0;
				if (rd_en && lutram_rd_ptr != lutram_wr_ptr)
					lutram_rd_ptr <= lutram_rd_ptr + 1'b1;
			end
		end
		assign wr_full = bram_full;
		assign bram_full = bram_rd_ptr == {~bram_wr_ptr[$clog2(BRAM_DEPTH)], bram_wr_addr};
		assign bram_empty = bram_rd_ptr == bram_wr_ptr && ~bram_valid_1 && ~bram_valid_2;
		assign bram_wr_addr = bram_wr_ptr[$clog2(BRAM_DEPTH)-1:0];
		assign bram_rd_addr = bram_rd_ptr[$clog2(BRAM_DEPTH)-1:0];
		assign input_to_bram = wr_en && (~bram_empty || lutram_full);
	end
	else begin
		always_ff @(posedge clk) begin
			if (rst) begin
				lutram_rd_ptr <= {($clog2(LUT_DEPTH)+1){1'b0}};
				lutram_wr_ptr <= {($clog2(LUT_DEPTH)+1){1'b0}};
				fifo_cnt <= {($clog2(DEPTH)+1){1'b0}};
			end
			else begin
				fifo_cnt <= lutram_wr_ptr - lutram_rd_ptr;
				if (input_to_lutram) begin
					fifo_lutram[lutram_wr_addr] <= wr_data;
					lutram_wr_ptr <= lutram_wr_ptr + 1'b1;
				end
				if (rd_en && lutram_rd_ptr != lutram_wr_ptr)
					lutram_rd_ptr <= lutram_rd_ptr + 1'b1;
			end
		end
		assign wr_full = lutram_full;
		assign bram_full = 1'b1;
		assign bram_empty = 1'b1;
	end
	assign lutram_wr_addr = lutram_wr_ptr[$clog2(LUT_DEPTH)-1:0];
	assign lutram_rd_addr = lutram_rd_ptr[$clog2(LUT_DEPTH)-1:0];
	assign lutram_full = lutram_rd_ptr == {~lutram_wr_ptr[$clog2(LUT_DEPTH)],lutram_wr_addr};
	assign lutram_empty = lutram_rd_ptr == lutram_wr_ptr;
	assign input_to_output = lutram_empty & rd_en;
	assign input_to_lutram = ~input_to_output & wr_en & ~lutram_full & bram_empty;
	assign rd_data = lutram_empty ? wr_data : data_from_fifo;
	assign rd_empty = lutram_empty & ~wr_en;
	assign data_from_fifo = fifo_lutram[lutram_rd_addr];
endmodule
`timescale 1ns/1ps
module easy_fifo #
(
    parameter bit ASYNC = 0,
    parameter bit AXIS = 0,
    parameter int DWIDTH = 32,
    parameter int DEPTH = 16,
    parameter bit INPUT_REG = 0,
    parameter bit OUTPUT_REG = 0,
    parameter bit HAS_KEEP = 0,
    parameter bit HAS_LAST = 0,
    parameter bit HAS_STRB = 0,
    parameter int DEST_WIDTH = 0,
    parameter int USER_WIDTH = 0,
    parameter int ID_WIDTH = 0
)
(
    input logic rst,
    input logic clk,
    input logic rd_clk,
    input logic wr_clk,
    input logic s_axis_aclk,
    input logic m_axis_aclk,
    input logic [DWIDTH-1:0] wr_data,
    input logic wr_en,
    output logic wr_full,
    input logic rd_en,
    output logic [DWIDTH-1:0] rd_data,
    output logic rd_empty,
    input logic [DWIDTH-1:0] s_axis_tdata,
    input logic s_axis_tvalid,
    input logic [DWIDTH/8-1:0] s_axis_tkeep,
    input logic s_axis_tlast,
    input logic [DWIDTH/8-1:0] s_axis_tstrb,
    input logic [DEST_WIDTH <= 0 ? 1 : DEST_WIDTH-1:0] s_axis_tdest,
    input logic [USER_WIDTH <= 0 ? 1 : USER_WIDTH-1:0] s_axis_tuser,
    input logic [ID_WIDTH <= 0 ? 1 : ID_WIDTH-1:0] s_axis_tid,
    input logic m_axis_tready,
    output logic s_axis_tready,
    output logic [DWIDTH-1:0] m_axis_tdata,
    output logic m_axis_tvalid,
    output logic [DWIDTH/8-1:0] m_axis_tkeep,
    output logic m_axis_tlast,
    output logic [DWIDTH/8-1:0] m_axis_tstrb,
    output logic [DEST_WIDTH <= 0 ? 1 : DEST_WIDTH-1:0] m_axis_tdest,
    output logic [USER_WIDTH <= 0 ? 1 : USER_WIDTH-1:0] m_axis_tuser,
    output logic [ID_WIDTH <= 0 ? 1 : ID_WIDTH-1:0] m_axis_tid,
	output logic [$clog2(DEPTH):0] fifo_cnt_wr_synced,
	output logic [$clog2(DEPTH):0] fifo_cnt_rd_synced,
	output logic [$clog2(DEPTH):0] fifo_cnt
);
    localparam int VEC_WIDTH = DWIDTH+DWIDTH/8*HAS_KEEP+DWIDTH/8*HAS_STRB+HAS_LAST+DEST_WIDTH+USER_WIDTH+ID_WIDTH;
    localparam int TDATA_IDX = DWIDTH-1;
    localparam int TKEEP_IDX = TDATA_IDX+DWIDTH/8*HAS_KEEP;
    localparam int TSTRB_IDX = TKEEP_IDX+DWIDTH/8*HAS_STRB;
    localparam int TLAST_IDX = TSTRB_IDX+HAS_LAST;
    localparam int TDEST_IDX = TLAST_IDX+DEST_WIDTH;
    localparam int TUSER_IDX = TDEST_IDX+USER_WIDTH;
    localparam int TID_IDX = TUSER_IDX+ID_WIDTH;
    logic [VEC_WIDTH-1:0] input_vec, output_vec;
    if (AXIS) begin
        if (ASYNC) begin
            easy_fifo_axis_async #(
                .DWIDTH     (VEC_WIDTH),
                .DEPTH      (DEPTH),
                .INPUT_REG  (INPUT_REG),
                .OUTPUT_REG (OUTPUT_REG)
            ) u_easy_fifo_axis_async(
                .*,
                .s_axis_tdata(input_vec),
                .m_axis_tdata(output_vec)
            );
        end
        else begin
            easy_fifo_axis_sync #(
                .DWIDTH     (VEC_WIDTH),
                .DEPTH      (DEPTH),
                .INPUT_REG  (INPUT_REG),
                .OUTPUT_REG (OUTPUT_REG)
            ) u_easy_fifo_axis_sync(
                .*,
                .s_axis_tdata(input_vec),
                .m_axis_tdata(output_vec)
            );
        end
        assign input_vec[TDATA_IDX-:DWIDTH] = s_axis_tdata;
        assign m_axis_tdata = output_vec[TDATA_IDX-:DWIDTH];
        if (HAS_KEEP) begin
            assign input_vec[TKEEP_IDX-:DWIDTH/8*HAS_KEEP] = s_axis_tkeep;
            assign m_axis_tkeep = output_vec[TKEEP_IDX-:DWIDTH/8*HAS_KEEP];
        end
        if (HAS_STRB) begin
            assign input_vec[TSTRB_IDX-:DWIDTH/8*HAS_STRB] = s_axis_tstrb;
			assign m_axis_tstrb = output_vec[TSTRB_IDX-:DWIDTH/8*HAS_STRB];
        end
        if (HAS_LAST) begin
            assign input_vec[TLAST_IDX-:1] = s_axis_tlast;
			assign m_axis_tlast = output_vec[TLAST_IDX-:1];
        end
        if (DEST_WIDTH != 0) begin
            assign input_vec[TDEST_IDX-:DEST_WIDTH] = s_axis_tdest;
			assign m_axis_tdest = output_vec[TDEST_IDX-:DEST_WIDTH];
        end
        if (USER_WIDTH != 0) begin
            assign input_vec[TUSER_IDX-:USER_WIDTH] = s_axis_tuser;
			assign m_axis_tuser = output_vec[TUSER_IDX-:USER_WIDTH];
        end
        if (ID_WIDTH != 0) begin
            assign input_vec[TID_IDX-:ID_WIDTH] = s_axis_tid;
			assign m_axis_tid = output_vec[TID_IDX-:ID_WIDTH];
        end
    end
    else begin
        if (ASYNC) begin
            easy_fifo_async #(
                .DWIDTH     (DWIDTH),
                .DEPTH      (DEPTH),
                .INPUT_REG  (INPUT_REG),
                .OUTPUT_REG (OUTPUT_REG)
            ) u_easy_fifo_async (
                .*
            );
        end
        else begin
            easy_fifo_sync #(
                .DWIDTH     (DWIDTH),
                .DEPTH      (DEPTH),
                .INPUT_REG  (INPUT_REG),
                .OUTPUT_REG (OUTPUT_REG)
            ) u_easy_fifo_sync(
                .*
            );
        end
    end
endmodule
`timescale 1ns/1ps
module easy_fifo_sync #
(
    parameter int DWIDTH = 32,
    parameter int DEPTH = 16,
    parameter int INPUT_REG = 0,
    parameter int OUTPUT_REG = 0
)
(
    input logic rst,
    input logic clk,
    input logic [DWIDTH-1:0] wr_data,
    input logic wr_en,
    output logic wr_full,
    input logic rd_en,
    output logic [DWIDTH-1:0] rd_data,
    output logic rd_empty,
	output logic [$clog2(DEPTH):0] fifo_cnt
);
    logic wr_clk_int, rd_clk_int;
    logic [DWIDTH-1:0] wr_data_int, rd_data_int;
    logic wr_en_int, rd_en_int;
    logic wr_full_int, rd_empty_int;
    assign wr_clk_int = clk;
    assign rd_clk_int = clk;
    if (INPUT_REG) begin
        always_ff @(posedge wr_clk_int) begin
            if (rst) begin
                wr_data_int <= {DWIDTH{1'b0}};
                wr_en_int <= 1'b0;
            end
            else if (~wr_full) begin
                wr_data_int <= wr_data;
                wr_en_int <= wr_en;
            end
        end
	 	assign wr_full = wr_full_int & wr_en_int;
    end
    else begin
        assign wr_data_int = wr_data;
        assign wr_en_int = wr_en;
		assign wr_full = wr_full_int;
    end
    if (OUTPUT_REG) begin
        always_ff @(posedge rd_clk_int) begin
            if (rst) begin
                rd_data <= {DWIDTH{1'b0}};
                rd_empty <= 1'b1;
            end
            else if (rd_en_int) begin
                rd_data <= rd_data_int;
                rd_empty <= rd_empty_int;
            end
        end
		assign rd_en_int = rd_en | rd_empty;
    end
    else begin
        assign rd_data = rd_data_int;
        assign rd_empty = rd_empty_int;
		assign rd_en_int = rd_en;
    end
    sync_fifo #(
        .DWIDTH   (DWIDTH),
        .DEPTH    (DEPTH)
    ) u_sync_fifo (
    	.clk      (clk),
        .rst      (rst),
        .wr_data  (wr_data_int),
        .wr_en    (wr_en_int),
        .rd_en    (rd_en_int),
        .rd_data  (rd_data_int),
        .wr_full  (wr_full_int),
        .rd_empty (rd_empty_int),
		.fifo_cnt (fifo_cnt)
    );
endmodule
```

## flow/run.sh

```bash
#!/bin/bash
# OpenROAD 26Q1-2900-gdf79404cd8, Yosys 0.63+post, stock flow scripts
make -C /OpenROAD-flow-scripts/flow DESIGN_CONFIG=/design/flow/config.mk WORK_HOME=/design/flow/orfs finish
```

==> CHANGELOG.md <==
### Metrics

* CTS buffer count at 54
* Comb pwr share at a little over an eighth
* Number of enable flip-flop cells at 512
* # resized after CTS at 0
* GRT Residual Overflow at 0
* Power per standard cell area at ~170 nW/um^2
* Io pins at between 150 and 200
* Dpl ws at around 5900 ps
* Antenna Nets Post-Route at 0
* Drc violations at 0
* Flop pwr share at about 50%
* Drt wl/cell at 25.3 um
* Outcome: completed
* Largest net degree at the start of global routing at 39
* Top area cell types: edfxtp_1, mux4_2, buf_4
* Sw Ratio at between 20% and 30%
* Tool warning count at 81
* Total setup buffers inserted after CTS at 0
* Fin cells at roughly 1,700
* CP Class: flip-flop to primary output
* Synth warnings at about 60
* Synth area leader: edfxtp_1
* CTS Hold Bufs at 0
* Initial Util at ~50%
* TritonRoute pass-1 iters at 4
* Hold depth at 2
* Die Area at 43,000 um^2
* Post-synth top area share at roughly 73%
* Die W at roughly 210 um
* # Cells Yosys at 1,002
* Clk buf depth at 3
* Layout cells sized above 1 at between 20% and 30%
* Syn_area_per_cell at about 21 um^2
* Final Hold Viols at 0
* Post-synth cell types at 39
* LEAKAGE at about 7.5 nW
* Hold Path Class: flip-flop to flip-flop
* Worst slew pin tran at 764 ps
* Register area share after synthesis at roughly 75%
* Most frequent cells in the layout: edfxtp_1, mux4_2, clkdlybuf4s50_1
* Final Max Tran Viols at 0
* H-tree depth at 2
* CP required at ~10,000 ps
* Placed Instance Area at 22,300 um^2
* Psw at 0.919 mW
* Post-synthesis async set-or-reset flop share at 0%
* Clock share of power at between 30% and 40%
* Via Count at between 9,000 and 10,000
* Worst R2R Path Depth at 6
* Comb area at roughly 4800 um^2
* Final hold slack at a little over 500 ps
* Synth Flop Type: edfxtp_1
* Register Area at about 16,000 um^2
* Vias in the first global route at 10,810
* #FFs+latches synth at 531
* Area added between synthesis and finish at 13.2%
* Cycle use final at a little under three fifths
* Crit path capture type: primary output
* Final WS setup at roughly 5500 ps
* Vias per cell at 5.83
* Synthesized instance count at approximately 1,000
* CORE AREA at about 40,000 um^2
* Die Height at a little over 200 um
* Worst Setup Start Kind: flip-flop
* First-pass GRT wire length at 64,400 um
* Fin crit period at roughly 7100 ps
* Dpl cells at about 1,600
* Slew HR at between 40 and 50%
* Max Clock Skew at approximately 16 ps
* Final setup fails at 0
* HPWL after DPL at approximately 22,000 um
* Total track usage at between 20% and 30%
* # rows at between 70 and 80
* Drt initial violations at between 500 and 600
* Critical path fanouts, max at 37
* PortBufs at 74
* # diodes at 0
* Reg clk slew, reported paths at about 60 ps
* Design Area, Final at ~24,000 um^2
* Cell Int Power at roughly 3.1 mW
* Yosys Chip Area at around 21,000 um^2
* Latency at later pin at ~590 ps
* Worst Path Arrival at about 4600 ps
* TritonCTS clock tree: done
* Number of clock sinks at approximately 530
* Max-cap violations at 0
* Most numerous logic cell after layout: edfxtp_1
* Setup TNS at 0 ps
* Mapped cell area at between 20,000 and 25,000 um^2
* RSZ-0062 raised after global routing: false
* Total wire length at 42,400 um
* Root buffer cell: clkbuf_16
* RePlAce Congestion at between 0.7 and 0.8
* Filler instances at 2,921
* Max frequency at roughly 140 MHz
* Initial antenna violation count at 1
* VDD IR max at 0.139 mV
## metal layers
metal	vias to the layer above	GRT usage [%]	part of all wire, %
li1	4254	-	-
met1	4819	34.1	36
met2	639	31.6	46
met3	65	16.0	16
met4	2	3.53	1.8
met5	-	0	0.038
## final cells by class
type                            instances  share of cell area [%]
Clock buffer                           65                    5.92
Inverter                                8                   0.126
Multi-Input combinational cell        408                    20.3
Timing Repair Buffer                  103                    4.02
Tap cell                              532                    2.79
Sequential cell                       531                    66.1
Clock inverter                         30                   0.818
## stage by stage
step / total power [mW] / utilization, %
3_5_place_dp: 2.57 / 54.0
6_report: 3.99 / 57.9
2_1_floorplan: 2.28 / -
4_1_cts: 4.03 / 57.9
3_3_place_gp: 2.57 / 54.0
5_1_grt: 4.14 / 57.9
## cells by family after synthesis
| kind of cell | share of synthesized area, % |
|---|---|
| compound gates | 3.67 |
| xor+xnor | 0.160 |
| fa+ha+maj | 0.629 |
| buf+inv | 3.91 |
| flops | 74.8 |
| mux | 15.4 |
| other cells | 0.0178 |
| simple gates | 1.46 |
## power by group through the flow
stage | Sequential [mW] | Clock [mW] | Combinational [mW]
4_1_cts | 1.98 | 1.50 | 0.554
5_1_grt | 1.98 | 1.56 | 0.599
6_report | 1.98 | 1.47 | 0.545
## synthesized netlist by cell type (all sizes together), types with 3 or more instances
library cell,instances
ha,9
a21o,32
a21oi,5
buf,100
nand3,7
dfxtp,19
nor3,9
mux2,3
clkbuf,13
o21ai,7
o22ai,32
edfxtp,512
mux4,128
a211oi,32
nor2b,7
nand4b,4
nor2,22
inv,8
nand2b,3
mux2i,33
## critical path: stages (launching register included)
cell and delay [ps]:
dfxtp_4 650, buf_4 630, buf_4 660, buf_4 610
mux4_2 590, mux2i_1 150, a211oi_1 100, a21o_1 190
clkdlybuf4s50_1 390
## registers in the layout (all words and copies together) (netlist names), named ones only
signal / cells
genblk1.genblk1.u_easy_fifo_sync.u_sync_fifo.fifo_lutram: 512
genblk1.genblk1.u_easy_fifo_sync.u_sync_fifo.fifo_cnt: 5
genblk1.genblk1.u_easy_fifo_sync.u_sync_fifo.lutram_wr_ptr: 5
genblk1.genblk1.u_easy_fifo_sync.u_sync_fifo.lutram_rd_ptr: 5
## path summary, 6_finish.rpt
path | end | slack, ps
hold reg to reg | flip-flop | 520
hold / removal | flip-flop | 520
setup / recovery | rd_data[21] | 5450
setup reg to reg | flip-flop | 9000
Power and IR drop assume default switching activity.
