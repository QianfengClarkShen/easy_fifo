==> run.sh <==
#!/bin/bash
# OpenROAD 26Q1-2900-gdf79404cd8, Yosys 0.63+post, stock flow scripts
make -C /OpenROAD-flow-scripts/flow DESIGN_CONFIG=/design/flow/config.mk WORK_HOME=/design/flow/orfs finish
==> config.mk <==
export PLATFORM = sky130hd
export DESIGN_NAME = easy_fifo_axis_sync
export DESIGN_NICKNAME = easy_fifo_axis_sync
export VERILOG_FILES = /design/flow/design.v
export SDC_FILE = /design/flow/constraint.sdc
export NUM_CORES = 4
export LEC_CHECK = 1
export CORE_UTILIZATION = 50
==> constraint.sdc <==
current_design easy_fifo_axis_sync

set clk_period 16.7
set clk_io_pct 0.2

create_clock -name clk0 -period $clk_period [get_ports {clk}]

set non_clock_inputs [all_inputs -no_clocks]
set_input_delay [expr $clk_period * $clk_io_pct] -clock clk0 $non_clock_inputs
set_output_delay [expr $clk_period * $clk_io_pct] -clock clk0 [all_outputs]
==> design.v <==
`timescale 1ns/1ps
module sync_fifo #
(
	parameter int DWIDTH = 32,
	parameter int DEPTH	= 512
)
(
	input logic clk,
	input logic rst,
	input logic [DWIDTH-1:0] wr_data,
	input logic wr_en,
	input logic rd_en,
	output logic [DWIDTH-1:0] rd_data,
	output logic wr_full,
	output logic rd_empty,
	output logic [$clog2(DEPTH):0] fifo_cnt
);
	localparam int LUT_DEPTH = DEPTH < 16 ? DEPTH : 16;
	localparam int BRAM_DEPTH = 1 << $clog2(DEPTH-LUT_DEPTH);
	localparam RAM_STYLE = BRAM_DEPTH > 32 ? "block" : "distributed";
	logic [DWIDTH-1:0] fifo_lutram[LUT_DEPTH-1:0];
	logic [$clog2(LUT_DEPTH)-1:0] lutram_rd_addr;
	logic [$clog2(LUT_DEPTH)-1:0] lutram_wr_addr;
	logic [$clog2(LUT_DEPTH):0] lutram_rd_ptr;
	logic [$clog2(LUT_DEPTH):0] lutram_wr_ptr;
	logic [DWIDTH-1:0] data_from_fifo;
	logic lutram_empty;
	logic lutram_full;
	logic bram_full;
	logic bram_empty;
	logic input_to_output;
	logic input_to_lutram;
	if (DEPTH > 16) begin
		(* ram_style = RAM_STYLE *) logic [DWIDTH-1:0] fifo_bram[BRAM_DEPTH-1:0];
		logic [$clog2(BRAM_DEPTH)-1:0] bram_rd_addr;
		logic [$clog2(BRAM_DEPTH)-1:0] bram_wr_addr;
		logic [$clog2(BRAM_DEPTH):0] bram_rd_ptr;
		logic [$clog2(BRAM_DEPTH):0] bram_wr_ptr;
		logic [DWIDTH-1:0] bram_reg_1, bram_reg_2;
		logic bram_valid_1, bram_valid_2;
		logic bram_to_lutram, bram_to_lutram_1, bram_to_lutram_2;
		logic input_to_bram;
		always_ff @(posedge clk) begin
			bram_reg_1 <= fifo_bram[bram_rd_addr];
			bram_reg_2 <= bram_reg_1;
		end
		always_ff @(posedge clk) begin
			if (rst) begin
				lutram_rd_ptr <= {{$clog2(LUT_DEPTH)+1}{1'b0}};
				lutram_wr_ptr <= {{$clog2(LUT_DEPTH)+1}{1'b0}};
				bram_rd_ptr <= {{$clog2(BRAM_DEPTH)+1}{1'b0}};
				bram_wr_ptr <= {{$clog2(BRAM_DEPTH)+1}{1'b0}};
				bram_valid_1 <= 1'b0;
				bram_valid_2 <= 1'b0;
				bram_to_lutram <= 1'b0;
				bram_to_lutram_1 <= 1'b0;
				bram_to_lutram_2 <= 1'b0;
				fifo_cnt <= {($clog2(DEPTH)+1){1'b0}};
			end
			else begin
				fifo_cnt <= bram_wr_ptr+lutram_wr_ptr-lutram_rd_ptr-bram_rd_ptr;
				if (~bram_full & input_to_bram) begin
					fifo_bram[bram_wr_addr] <= wr_data;
					bram_wr_ptr <= bram_wr_ptr + 1'b1;
				end
				if (input_to_lutram)
					fifo_lutram[lutram_wr_addr] <= wr_data;
				else if (bram_to_lutram_2 & bram_valid_2)
					fifo_lutram[lutram_wr_addr] <= bram_reg_2;
				if (input_to_lutram | (bram_to_lutram_2 & bram_valid_2))
					lutram_wr_ptr <= lutram_wr_ptr + 1'b1;
				if (bram_rd_ptr != bram_wr_ptr && bram_to_lutram)
					bram_rd_ptr <= bram_rd_ptr + 1'b1;
				bram_valid_1 <= bram_rd_ptr != bram_wr_ptr;
				bram_valid_2 <= bram_valid_1;
				bram_to_lutram_1 <= bram_to_lutram;
				bram_to_lutram_2 <= bram_to_lutram_1;
				if (lutram_rd_addr + 3'd4 == lutram_wr_addr)
					bram_to_lutram <= 1'b1;
				else if (lutram_wr_addr + 3'd5 == lutram_rd_addr)
					bram_to_lutram <= 1'b0;
				if (rd_en && lutram_rd_ptr != lutram_wr_ptr)
					lutram_rd_ptr <= lutram_rd_ptr + 1'b1;
			end
		end
		assign wr_full = bram_full;
		assign bram_full = bram_rd_ptr == {~bram_wr_ptr[$clog2(BRAM_DEPTH)], bram_wr_addr};
		assign bram_empty = bram_rd_ptr == bram_wr_ptr && ~bram_valid_1 && ~bram_valid_2;
		assign bram_wr_addr = bram_wr_ptr[$clog2(BRAM_DEPTH)-1:0];
		assign bram_rd_addr = bram_rd_ptr[$clog2(BRAM_DEPTH)-1:0];
		assign input_to_bram = wr_en && (~bram_empty || lutram_full);
	end
	else begin
		always_ff @(posedge clk) begin
			if (rst) begin
				lutram_rd_ptr <= {($clog2(LUT_DEPTH)+1){1'b0}};
				lutram_wr_ptr <= {($clog2(LUT_DEPTH)+1){1'b0}};
				fifo_cnt <= {($clog2(DEPTH)+1){1'b0}};
			end
			else begin
				fifo_cnt <= lutram_wr_ptr - lutram_rd_ptr;
				if (input_to_lutram) begin
					fifo_lutram[lutram_wr_addr] <= wr_data;
					lutram_wr_ptr <= lutram_wr_ptr + 1'b1;
				end
				if (rd_en && lutram_rd_ptr != lutram_wr_ptr)
					lutram_rd_ptr <= lutram_rd_ptr + 1'b1;
			end
		end
		assign wr_full = lutram_full;
		assign bram_full = 1'b1;
		assign bram_empty = 1'b1;
	end
	assign lutram_wr_addr = lutram_wr_ptr[$clog2(LUT_DEPTH)-1:0];
	assign lutram_rd_addr = lutram_rd_ptr[$clog2(LUT_DEPTH)-1:0];
	assign lutram_full = lutram_rd_ptr == {~lutram_wr_ptr[$clog2(LUT_DEPTH)],lutram_wr_addr};
	assign lutram_empty = lutram_rd_ptr == lutram_wr_ptr;
	assign input_to_output = lutram_empty & rd_en;
	assign input_to_lutram = ~input_to_output & wr_en & ~lutram_full & bram_empty;
	assign rd_data = lutram_empty ? wr_data : data_from_fifo;
	assign rd_empty = lutram_empty & ~wr_en;
	assign data_from_fifo = fifo_lutram[lutram_rd_addr];
endmodule
`timescale 1ns/1ps
module easy_fifo_axis_sync #
(
    parameter int DWIDTH = 32,
    parameter int DEPTH = 16,
    parameter int INPUT_REG = 0,
    parameter int OUTPUT_REG = 0
)
(
    input logic rst,
    input logic clk,
    input logic [DWIDTH-1:0] s_axis_tdata,
    input logic s_axis_tvalid,
    output logic s_axis_tready,
    output logic [DWIDTH-1:0] m_axis_tdata,
    output logic m_axis_tvalid,
    input logic m_axis_tready,
	output logic [$clog2(DEPTH):0] fifo_cnt
);
    logic wr_clk_int, rd_clk_int;
    logic [DWIDTH-1:0] wr_data_int, rd_data_int;
    logic wr_en_int, rd_en_int;
    logic wr_full_int, rd_empty_int;
    assign wr_clk_int = clk;
    assign rd_clk_int = clk;
    if (INPUT_REG) begin
        always_ff @(posedge wr_clk_int) begin
            if (rst) begin
                wr_data_int <= {DWIDTH{1'b0}};
                wr_en_int <= 1'b0;
            end
            else if (s_axis_tready) begin
                wr_data_int <= s_axis_tdata;
                wr_en_int <= s_axis_tvalid;
            end
		end
		assign s_axis_tready = ~wr_full_int | ~wr_en_int;
    end
    else begin
        assign wr_data_int = s_axis_tdata;
        assign wr_en_int = s_axis_tvalid;
		assign s_axis_tready = ~wr_full_int;
    end
    if (OUTPUT_REG) begin
        always_ff @(posedge rd_clk_int) begin
            if (rst) begin
                m_axis_tdata <= {DWIDTH{1'b0}};
                m_axis_tvalid <= 1'b0;
            end
            else if (rd_en_int) begin
                m_axis_tdata <= rd_data_int;
                m_axis_tvalid <= ~rd_empty_int;
            end
        end
		assign rd_en_int = m_axis_tready | ~m_axis_tvalid;
    end
    else begin
        assign m_axis_tdata = rd_data_int;
        assign m_axis_tvalid = ~rd_empty_int;
		assign rd_en_int = m_axis_tready;
    end
    sync_fifo #(
        .DWIDTH   (DWIDTH),
        .DEPTH    (DEPTH)
    ) u_sync_fifo (
    	.clk      (clk),
        .rst      (rst),
        .wr_data  (wr_data_int),
        .wr_en    (wr_en_int),
        .rd_en    (rd_en_int),
        .rd_data  (rd_data_int),
        .wr_full  (wr_full_int),
        .rd_empty (rd_empty_int),
		.fifo_cnt (fifo_cnt)
    );
endmodule
==> insert_results.sql <==
-- implementation run metrics
INSERT INTO impl_metrics (metric_group, metric, value, unit) VALUES
('outcome', 'outcome', 'finished, final reports clean', ''),
('power_and_ir_drop', 'leakage', '7.35', 'nW'),
('grt', 'grt_max_degree', '71', ''),
('logic_synthesis', 'edf_count', '512', ''),
('worst_hold_path', 'hold_class', 'reg2reg', ''),
('logic_synthesis', 'postSynthRegisterBits', '531', ''),
('logic_synthesis', 'ff_type', 'sky130_fd_sc_hd__edfxtp_1', ''),
('power_and_ir_drop', 'total_power', '0.00310', 'W'),
('final_timing', 'clock-skew-final', '0.0190', 'ns'),
('drt', 'ant_nets', '0', ''),
('clocking', 'tritoncts', 'built', ''),
('final_timing', 'period_minus_slack', '8.20', 'ns'),
('layout', 'final_design_area_no_fill', '23800', 'sq um'),
('power_and_ir_drop', 'switching_share', '0.224', ''),
('clocking', 'post_cts.resized_instances', '0', ''),
('clocking', 'cts_setup_buffers', '0', ''),
('setup_path', 'worstSetupPathType', 'in2out', ''),
('logic_synthesis', 'synthDominantCellAreaShare', '0.744', ''),
('power_and_ir_drop', 'peakVddDrop', '0.0000997', 'V'),
('drt', 'drt_iter0_markers', '496', ''),
('logic_synthesis', 'yosysWarningCount', '1', ''),
('placed_design', 'placed_area', '22100', 'sq um'),
('logic_synthesis', 'yosys-top-cells-area', 'sky130_fd_sc_hd__edfxtp_1, sky130_fd_sc_hd__mux4_2, sky130_fd_sc_hd__dfxtp_1, sky130_fd_sc_hd__mux2i_1, sky130_fd_sc_hd__a211oi_1', ''),
('grt', 'grt_first_pass_wirelength', '65400', 'um'),
('final_timing', 'setup_viol_count_final', '0', ''),
('drt', 'via_count', '9724', ''),
('clocking', 'cts-root-buf', 'sky130_fd_sc_hd__clkbuf_16', ''),
('placed_design', 'place.port_buffers', '74', ''),
('setup_path', 'max_stage_delay', '0.86', 'ns'),
('layout', 'drive_gt1_frac', '0.234', ''),
('logic_synthesis', 'area_fraction_in_and_or_nand_and_nor_cells', '0.0148', ''),
('grt', 'vias_in_the_first_global_route', '10804', ''),
('final_timing', 'slew-limit-headroom', '0.474', ''),
('grt', 'grtUsageTotal', '0.245', ''),
('setup_path', 'critical_path.top_delay_family', 'buffers and inverters', ''),
('setup_path', 'critical_path.max_fanout', '17', ''),
('grt', 'grt_antenna_before_repair', '1', ''),
('floorplan', 'row_count', '74', ''),
('layout', 'synthToLayoutAreaGrowth', '15.3', '%'),
('setup_path', 'timing.critical_path.buf_inv', '2', ''),
('clocking', 'clk-insertion-delay-late', '0.60', 'ns'),
('power_and_ir_drop', 'cellInternalPower', '0.00241', 'W'),
('drt', 'drc_violation_count_after_routing', '0', ''),
('setup_path', 'worst-endpoint-arrival', '4.86', 'ns'),
('floorplan', 'fp.dieH', '205', 'um'),
('power_and_ir_drop', 'power_switching', '0.000696', 'W'),
('logic_synthesis', 'post_synth.cell_area_avg', '21.9', 'sq um'),
('floorplan', 'core', '40800', 'sq um'),
('logic_synthesis', 'synth_cells', '943', ''),
('drt', 'viasPerCell', '6.00', ''),
('power_and_ir_drop', 'p_per_area', '130', 'nW/um^2'),
('floorplan', 'die-area', '42200', 'sq um'),
('clocking', 'cts_made_buffers', '54', ''),
('drt', 'detailedRoute.firstPassIterationCount', '6', ''),
('power_and_ir_drop', 'power.share.combinational', '0.133', ''),
('clocking', 'cts_hold_repair.buffers', '0', ''),
('final_timing', 'max_slew.worst_pin.slew', '0.784', 'ns'),
('final_timing', 'clock.fmax', '122', 'MHz'),
('logic_synthesis', 'yosysChipArea', '20700', 'sq um'),
('setup_path', 'worstPathRequired', '13.36', 'ns'),
('final_timing', 'hold-worst-slack', '0.535', 'ns'),
('final_timing', 'unrepaired_setup_endpoints_after_global_routing', 'no', ''),
('drt', 'drt_wl_total', '43600', 'um'),
('logic_synthesis', 'syn_area', '20700', 'sq um'),
('logic_synthesis', 'post_synth_main_logic_family', 'multiplexers', ''),
('logic_synthesis', 'synth.mux.area_fraction', '0.157', ''),
('floorplan', 'fp.dieW', '205', 'um'),
('floorplan', 'io_pins', '75', ''),
('drt', 'antenna_cells', '0', ''),
('clocking', 'cts_max_level', '2', ''),
('setup_path', 'worst_path_max_delay_cell', 'sky130_fd_sc_hd__clkdlybuf4s50_1', '');
[cell type report]
cell class / count / area, sq um / share of cell area
clock buffers: 75 / 1510 / 0.0635
repair buffers: 104 / 978 / 0.0411
flip-flops and latches: 531 / 15800 / 0.662
clock inverters: 23 / 249 / 0.0104
well taps: 532 / 666 / 0.0279
inverters: 8 / 30.0 / 0.00126
multi-input cells: 349 / 4630 / 0.194
[worst min-delay path: stages, from the launching register on]
cell and delay (ns):
sky130_fd_sc_hd__dfxtp_1 0.34, sky130_fd_sc_hd__o21ai_0 0.08, sky130_fd_sc_hd__a21oi_1 0.06
[per-stage QoR]
step | instances | worst slack [ns]
6_report | 1622 | 8.50
5_1_grt | 1622 | 8.41
4_1_cts | 1622 | 8.50
3_5_place_dp | 1524 | 8.50
3_3_place_gp | 1524 | 8.52
2_1_floorplan | 943 | 9.66
[routing by layer]
layer / vias up / track usage / part of all wire
met2: 621 / 0.342 / 0.47
met4: 8 / 0.0413 / 0.019
met5: - / 0.0357 / 0.0045
met1: 4822 / 0.353 / 0.35
met3: 69 / 0.173 / 0.16
li1: 4204 / - / -
[cells in the final DEF, fill, tap and decap left out, types with 5 or more instances in the layout]
cell type                         instances
sky130_fd_sc_hd__a211oi_1                32
sky130_fd_sc_hd__a21o_1                  32
sky130_fd_sc_hd__buf_4                   29
sky130_fd_sc_hd__bufinv_16                6
sky130_fd_sc_hd__clkbuf_1                16
sky130_fd_sc_hd__clkbuf_16               57
sky130_fd_sc_hd__clkdlybuf4s50_1         74
sky130_fd_sc_hd__clkinv_1                13
sky130_fd_sc_hd__dfxtp_1                 15
sky130_fd_sc_hd__edfxtp_1               512
sky130_fd_sc_hd__ha_1                     9
sky130_fd_sc_hd__inv_1                    8
sky130_fd_sc_hd__mux2i_1                 33
sky130_fd_sc_hd__mux4_2                 128
sky130_fd_sc_hd__nand3_1                  6
sky130_fd_sc_hd__nor2_1                  11
sky130_fd_sc_hd__nor2_4                  13
sky130_fd_sc_hd__nor2b_1                  6
sky130_fd_sc_hd__o21ai_0                  5
sky130_fd_sc_hd__o22ai_1                 32
[logic make-up after synthesis]
logic type / count (synthesis)
AND/OR/NAND/NOR: 60
XOR/XNOR: 5
buffers and inverters: 63
multiplexers: 164
flip-flops: 531
AND-OR/OR-AND: 110
adder cells (fa/ha/maj): 10
[power by group through the flow]
stage	clock [W]	combinational (W)	sequential (W)
after CTS	0.00122	0.000423	0.00149
after global routing	0.00127	0.000456	0.00149
final	0.00120	0.000414	0.00149
[cells in the mapped netlist, drive strengths merged (3+ instances only)]
cell type and count:
a211oi 32, a21o 32, a21oi 3, buf 42, clkbuf 13, dfxtp 19, edfxtp 512, ha 9
inv 8, mux2 3, mux2i 33, mux4 128, nand2b 4, nand3 6, nand4b 4, nor2 24
nor2b 6, nor3 8, o21ai 5, o22ai 32, xor2 3
[sequential cells by signal, summed over array words and instances, names as in the netlist, named ones only]
| register | flops |
|---|---|
| u_sync_fifo.lutram_rd_ptr | 5 |
| u_sync_fifo.fifo_cnt | 5 |
| u_sync_fifo.fifo_lutram | 512 |
| u_sync_fifo.lutram_wr_ptr | 5 |
[worst paths after layout]
check	end	depth (start not counted)	startpoint	slack, ns
min reg2reg	u_sync_fifo.lutram_wr_ptr[0]	2	u_sync_fifo.lutram_wr_ptr[0]	0.53
min	u_sync_fifo.lutram_wr_ptr[0]	2	u_sync_fifo.lutram_wr_ptr[0]	0.53
max reg2reg	u_sync_fifo.fifo_lutram[4][14]	6	u_sync_fifo.lutram_wr_ptr[3]	12.97
max	m_axis_tdata[5]	3	s_axis_tdata[5]	8.50
Power is estimated from default activity; no workload was simulated.
